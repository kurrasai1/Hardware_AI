$ cat design/flow/design.v
module relu_sync #(
    parameter DATA_WIDTH = 16
)(
    input  clk,
    input  rst,
    input  valid_in,
    input  signed [DATA_WIDTH-1:0] data_in,
    output reg signed [DATA_WIDTH-1:0] data_out,
    output reg valid_out
);
    always @(posedge clk or posedge rst) begin
        if (rst) begin
            data_out  <= 0;
            valid_out <= 0;
        end else if (valid_in) begin
            data_out  <= (data_in < 0) ? 0 : data_in;
            valid_out <= 1;
        end else begin
            valid_out <= 0;
        end
    end
endmodule
$ cat design/flow/run.sh
#!/bin/bash
# OpenROAD 26Q1-2900-gdf79404cd8, Yosys 0.63+post, stock flow scripts
make -C /OpenROAD-flow-scripts/flow DESIGN_CONFIG=/design/flow/config.mk WORK_HOME=/design/flow/orfs finish
$ cat design/flow/config.mk
export PLATFORM = sky130hd
export DESIGN_NAME = relu_sync
export DESIGN_NICKNAME = relu_sync
export VERILOG_FILES = /design/flow/design.v
export SDC_FILE = /design/flow/constraint.sdc
export NUM_CORES = 4
export LEC_CHECK = 1
export CORE_AREA = 10 10 71 71
export DIE_AREA = 0 0 81 81
$ cat design/flow/constraint.sdc
current_design relu_sync

set clk_period 1.0
set clk_io_pct 0.2

create_clock -name clk0 -period $clk_period [get_ports {clk}]

set non_clock_inputs [all_inputs -no_clocks]
set_input_delay [expr $clk_period * $clk_io_pct] -clock clk0 $non_clock_inputs
set_output_delay [expr $clk_period * $clk_io_pct] -clock clk0 [all_outputs]
==> summary.txt <==
flow finished, numbers: status finished, final reports clean, drt drc 0, Yosys top cell by area dfrtp_1, ys async rst share 100%, Detailed Place HPWL 1480 um, logic area 165 sq um, worst-path cell chain buf_2, Vias 475, Avg Inst Size Synth 15.5 sq um, Req. time, crit path 0.80 ns, YS chip area 603 sq um, Crit Path Category flop to output pin, sequential share of power 51.6%, min Tclk post-route 0.942 ns, ys flop type dfrtp_1, Ys Warns 1, drt total wl 1750 um, Vias/cell 3.68, worst path bufs/invs 1, Insertion Delay late pin 0.24 ns, first-pass GRT wire length 2850 um, worst-case vdd ir drop 0.365 mV, Switching Fraction 19.9%, cycle use final 94.2%, Synth Seq Share 66.4%, tool warning count 25, vias in the first global route 586, RSZ-0062 raised after global routing false, switching power 279 uW, DRT Pass-1 Iters 2, crit path max fanout 2, Top-area cell share 66.4%, Crit path largest cell delay 0.38 ns, Post-Place Worst Slack -0.332 ns, post-route ant nets 0, H-tree level count 1, Area contributors post-synth dfrtp_1, a22o_2, a22o_1, clk_skew 0 ns, Reg2Reg Depth 2, DR WL met3 131 um, io pins 36, maxcap violations 0, grt total ovfl 0, P_int 1.12 mW, Fill cells 393, yosys cell count 39, P_leak 0.501 nW, DIE WIDTH 81 um, Unique cell types 11, crit path launch type flop, die area 6560 sq um, setup ws final 0.0579 ns, total track usage 5.52%, WL met2 955 um, Top Metal Used met4, Area growth, synth to finish 64.5%, Placed Instances 124, P per Cell Area 1410 nW/um^2, CTS Root Cell clkbuf_8, Num CTS Buffers 3, total power draw 1.40 mW, pins over their slew limit 0, top cells by count dfrtp_1, a22o_2, a22o_1, buf_6, Mapped Area 603 sq um, I/O Buffers 34, Ant. Diodes 0, largest net degree at the start of global routing 16, crit end category output pin, Crit path max-delay family flip-flops, routability cong. 0.727, Registers, synthesis 16, Final setup viols 0, initial antenna violation count 0, Post-synth EDFFs 0, final hold slack 0.249 ns, CTS max path bufs 2, clk sinks 16, clock-pin slew of the registers on the worst-case setup and hold paths 0.06 ns, worst hold path class input pin to asynchronous set/reset pin, Worst path depth 1, CTS tree built, Critical Path AT 0.74 ns, total core area 3630 sq um, DR iter-0 viols 14, Synth Instances 39, final hold violation count 0, Die Y 81 um, floorplan core density 16.6%, row count 22, Layout Cells excl Fill 129, share of layout cells above drive strength 1 48.1%, clock power share 32.2%, Slowest-stage cell, CP dfrtp_1, Sequential Area 400 sq um, Logic pwr share 16.3%, Achievable Freq 1060 MHz, Avg WL per Cell 13.5 um, met1 WL 648 um, most common cell in the synthesized netlist dfrtp_1
## power by group through the flow
| stage | logic (mW) | clock network [mW] | registers [mW] |
|---|---|---|---|
| CTS | 0.238 | 0.474 | 0.723 |
| global route | 0.254 | 0.514 | 0.728 |
| finish | 0.228 | 0.450 | 0.722 |
## cell usage in the layout, fill, tap and decap left out, drive strengths merged
| master | instances |
|---|---|
| dfrtp | 16 |
| a22o | 14 |
| conb | 1 |
| o2bb2ai | 1 |
| inv | 2 |
| clkdlybuf4s50 | 16 |
| nand2 | 1 |
| buf | 23 |
| clkbuf | 4 |
| dlygate4sd2 | 2 |
| nor2b | 1 |
## stage by stage
| step | instance area, sq um | TNS (ns) | utilization, % |
|---|---|---|---|
| 4_1_cts | 997 | 0 | 27.4 |
| 3_5_place_dp | 1020 | -4.78 | 28.0 |
| 5_1_grt | 992 | 0 | 27.3 |
| 3_3_place_gp | 1020 | -4.61 | 28.0 |
| 6_report | 992 | 0 | 27.3 |
| 2_1_floorplan | 603 | 0 | - |
## kinds of logic (layout without fill, tap and decap cells)
logic type             count (synthesis)  count (layout)  synth area share [%]
flip-flops                            16              16                  66.4
AND-OR/OR-AND                         15              15                  23.9
AND/OR/NAND/NOR                        2               2                  2.90
other                                  1               1                 0.622
buffers and inverters                  5              47                  6.22
## routing by layer
layer	global-route usage, %	up-vias
met5	0	-
met4	1.04	0
met3	2.45	2
met2	10.0	14
met1	5.78	235
li1	-	224
## state kept, by name (all words and copies together), names as in the netlist
signal / flops
data_out: 15
valid_out: 1
## final cells by class
class | count | area share, %
Clock buffer | 3 | 4.16
Tap cell | 48 | 6.05
Timing Repair Buffer | 42 | 32.0
Inverter | 2 | 0.757
Multi-Input combinational cell | 18 | 16.6
Sequential cell | 16 | 40.4
## final timing paths
check	startpoint	endpoint	slack, ns
min in group clk0	valid_in	valid_out	0.28
setup / recovery	data_out[8]	data_out[8]	0.06
setup reg to reg	data_out[6]	data_out[6]	0.14
hold reg to reg	data_out[13]	data_out[13]	0.49
hold / removal	rst	data_out[3]	0.25
max in group asynchronous	rst	data_out[7]	0.61
## what timing repair did
action / 4_1_cts / 5_1_grt
setup endpoints to repair: 30 / 1
hold buffers: 0 / 0
gates cloned: 0 / 0
buffers inserted: 2 / 0
gates resized: 49 / 1
Power figures rest on the tool's default switching activity, not on a simulated workload.
