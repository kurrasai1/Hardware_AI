### design/flow/design.v
module maxpool #(
    parameter DATA_WIDTH = 16
)(
    input  [DATA_WIDTH-1:0] in0,   
    input  [DATA_WIDTH-1:0] in1,   
    input  [DATA_WIDTH-1:0] in2,   
    input  [DATA_WIDTH-1:0] in3,   
    output [DATA_WIDTH-1:0] out    
);
    wire [DATA_WIDTH-1:0] max0;
    wire [DATA_WIDTH-1:0] max1;
    assign max0 = (in0 > in1) ? in0 : in1;
    assign max1 = (in2 > in3) ? in2 : in3;
    assign out  = (max0 > max1) ? max0 : max1;
endmodule
### design/flow/run.sh
#!/bin/bash
# OpenROAD 26Q1-2900-gdf79404cd8, Yosys 0.63+post, stock flow scripts
make -C /OpenROAD-flow-scripts/flow DESIGN_CONFIG=/design/flow/config.mk WORK_HOME=/design/flow/orfs finish
### design/flow/config.mk
export PLATFORM = sky130hd
export DESIGN_NAME = maxpool
export DESIGN_NICKNAME = maxpool
export VERILOG_FILES = /design/flow/design.v
export SDC_FILE = /design/flow/constraint.sdc
export NUM_CORES = 4
export LEC_CHECK = 1
export CORE_UTILIZATION = 40
### design/flow/constraint.sdc
current_design maxpool

set clk_period 16.1
set clk_io_pct 0.2

create_clock -name clk0 -period $clk_period

set non_clock_inputs [all_inputs -no_clocks]
set_input_delay [expr $clk_period * $clk_io_pct] -clock clk0 $non_clock_inputs
set_output_delay [expr $clk_period * $clk_io_pct] -clock clk0 [all_outputs]
==> changes_impl.md <==
### Changed

* WL met2 at 1862 um
* Core ar. at 4354 um2
* Vias per inst at 4.841
* RSZ-0062 raised after global routing: no
* Worst Hold Class: primary input to output port
* # placed instances at 353
* Cell Type Count at 31
* Reg area at 0 um2
* Synthesis-to-layout area growth at 46.14%
* Post-CTS sizing at 0
* CP max FO at 10
* Vias in the first global route at 1,688
* # fillers at 400
* Crit path time final at 11.47 ns
* Row count at 24
* Routed len/inst at 11.73 um
* Max Cap Violations at 0
* Gate count of the mapped netlist at 223
* Syn_area_per_cell at 8.074 um2
* OpenROAD warnings at 33
* Die area at 4773 um2
* Via count at 1,709
* Final wirelength at 4142 um
* Hold Vio Cnt, Final at 0
* Share of layout cells above drive strength 1 at 2.658%
* Largest net degree at the start of global routing at 17
* Critical Path End Type: output port
* Worst slack, placed at 4.579 ns
* Post-DP Area at 2631 um2
* Peak supply drop at 32.35 uV
* Fmax at 0.08715 GHz
* Final instance area at 2631 um2
* Outcome: finished, final reports clean
* Top Metal Used: met3
* Grt total ovfl at 0
* Post-synthesis sequential area ratio at 0%
* Ys cells at 223
* DRT iter0 DRCs at 45
* Total negative slack at 0 ns
* Area reported by Yosys stat at 1800 um2
* Power Total at 0.1074 mW
* DR pass1 iterations at 4
* Fin. max-slew vios at 0
* Worst hold slack at 7.529 ns
* Met3 wire length at 207 um
* I/O pin count at 80
* Switching share of power at 41.16%
* Power share of the sequential group at 0%
* P per Cell Area at 40.83 nW/um2
* Routability congestion estimate from global placement at 0.8088
* Kind of critical path: primary input to output port
* Lkg Pwr at 1.374 nW
* Actual slew at the worst max-slew pin at 0.7205 ns
* Number of remaining DRC errors at 0
* Post-route insts no fill at 353
* Final worst-path cycle share at 71.27%
* # clk buffers at 0
* Detailed placement HPWL at 3786 um
* Antenna Nets Post-Route at 0
* Power share of the combinational group at 100.0%
* Setup-failing EPs final at 0
* Critical Path RT at 12.88 ns
* Final WS setup at 4.626 ns
* Hold depth at 4
* M1 WL at 2072 um
* Fin util at 60.43%
* Die x size at 69.09 um
* Cell Int Power at 0.06321 mW
* Post-CTS Setup Bufs at 0
* Critical Path AT at 8.25 ns
* Worst Min Path Start: in1[13]
* CP Launch Type: primary input
* Relative slew margins at 51.97%
* # diodes at 0
* GRT Total Usage at 18.44%
* Antenna violations before repair at 0
* FP Util at 41.35%
* CP startpoint: in1[15]
* NetSw at 0.04421 mW
* Number of port buffers at 80
* Clock power share at 0%
* Flip-flops at 0
* Syn. warnings at 0
* CTS hold repair buffers at 0
* Die height at 69.09 um
* Mapped cell area at 1800 um2
* First-pass GRT wire length at 7327 um
* Gate Area at 1567 um2
worst max-delay path, stage by stage:
cell and delay [ns]:
clkdlybuf4s50_1 0.48, inv_1 0.04, ha_1 0.31, nand4_2 0.15
nor4_1 0.36, a21boi_0 0.25, o41a_1 0.39, buf_4 0.29
mux2i_1 0.26, inv_1 0.07, ha_1 0.30, a21o_1 0.18
a21o_1 0.16, a21oi_1 0.13, a211oi_1 0.12, o31ai_4 0.50
buf_4 0.30, mux2i_1 0.23, clkdlybuf4s50_1 0.49
kinds of logic after synthesis:
family                     share of synthesized area [%]
buffers and inverters                              13.00
muxes                                              26.69
adders and majority gates                          33.36
and+or+nand+nor                                    12.09
AOI/OAI and AO/OA                                  14.87
cell usage after synthesis:
master,count,area (um2)
nor2_1,4,15.01
nand4_2,2,25.02
a2111oi_4,1,27.53
nand3_1,1,5.000
nand4_1,7,43.79
buf_6,2,22.52
nor4_2,1,12.51
or3_1,1,6.260
mux2i_1,48,480.5
o31ai_4,1,21.27
inv_1,49,183.9
o41a_1,1,11.26
a21boi_0,1,7.510
a211oi_1,2,15.01
ha_1,48,600.6
o211ai_1,1,7.510
a21o_1,5,37.54
o21ai_1,1,5.000
nor4_1,1,6.260
buf_4,1,7.510
nor3_1,3,15.01
nor2b_1,4,25.02
a31oi_4,1,21.27
a21oi_1,15,75.07
and2_1,2,12.51
a2111oi_0,1,8.760
buf_12,1,20.02
or4_1,1,7.510
o21ai_0,6,30.03
nand2_1,10,37.54
nand2b_1,1,6.260
layer usage:
metal	vias up	track usage, %
met3	0	0.8902
met5	-	0
li1	954	-
met4	0	0
met2	56	32.36
met1	699	26.65
power groups by stage:
stage	registers, mW	clock network, mW	logic [mW]
finish	0	0	0.107
CTS	0	0	0.109
global route	0	0	0.120
layout make-up:
type	instances	share of cell area, %
multi-input combinational	170	59.53
timing repair buffer	82	31.00
inverter	49	6.990
tap	52	2.473
path summary, 6_finish.rpt:
check	end	slack [ns]
worst max-delay path	out[7]	4.63
worst min-delay path	out[13]	7.53
cells in the final DEF, fill, tap and decap left out, types with 2 or more instances in the layout:
cell,synthesis,final
clkdlybuf4s50_1,0,80
inv_1,49,49
mux2i_1,48,48
ha_1,48,48
a21oi_1,15,15
nand2_1,10,10
nand4_1,7,7
o21ai_0,6,6
a21o_1,5,5
nor2_1,4,4
nor2b_1,4,4
nor3_1,3,3
nand4_2,2,2
and2_1,2,2
a211oi_1,2,2
buf_4,1,2
Power figures rest on the tool's default switching activity, not on a simulated workload.
